[run.sh]
#!/bin/bash
# OpenROAD 26Q1-2900-gdf79404cd8, Yosys 0.63+post, stock flow scripts
make -C /OpenROAD-flow-scripts/flow DESIGN_CONFIG=/design/flow/config.mk WORK_HOME=/design/flow/orfs finish
[design.v]
module ALU
  #(
    parameter N_BITS = 8,
    parameter N_LEDS  = 8
    )
   (
    output reg [N_LEDS - 1 : 0] o_res,
    input wire  [N_BITS - 1 : 0] i_A,
    input wire  [N_BITS - 1 : 0] i_B,
    input wire  [N_BITS  - 1 : 0] i_Op
    );
    localparam ADD  = 6'b100000;
    localparam SUB  = 6'b100010;
    localparam AND  = 6'b100100;
    localparam OR   = 6'b100101;
    localparam XOR  = 6'b100110;
    localparam SRA  = 6'b000011;
    localparam SRL  = 6'b000010;
    localparam NOR  = 6'b100111;
    always @(*) begin
        case(i_Op) 
        ADD: 
            o_res = (i_A + i_B);
        SUB: 
            o_res = (i_A - i_B);
        AND: 
            o_res = (i_A & i_B);
        OR: 
            o_res = (i_A | i_B); 
        XOR: 
            o_res = (i_A ^ i_B);
        SRA:  
            o_res = (i_A >>> i_B);
        SRL:  
            o_res = (i_A >> i_B);
        NOR: 
            o_res = ~(i_A | i_B);
        default:
            o_res = 0;
        endcase                 
    end
endmodule
module top_ALU
  #(
    parameter N_BITS = 8,
    parameter N_LEDS = 8,
    parameter N_B   = 3 
    )
   (
    output wire [N_BITS - 1 : 0]  o_led ,
    input wire  [N_BITS  - 1 : 0] i_SWs ,
    input wire  [N_B - 1 : 0]     i_buttons ,
    input wire                    reset ,
    input wire                    clock
    );
    reg [N_BITS - 1 : 0] reg_A;
    reg [N_BITS - 1 : 0] reg_B;
    reg [N_BITS - 1 : 0] reg_OP;
    always @(posedge clock) begin
        if(reset)
            begin
                reg_A  <= 0;
                reg_B  <= 0;
                reg_OP <= 0;
            end
        else
            begin
                case(i_buttons) 
                3'b100:
                    reg_A <= i_SWs;
                3'b010:
                    reg_B <= i_SWs;
                3'b001:
                    reg_OP <= i_SWs;
                endcase
            end        
    end
ALU #(
    .N_BITS(N_BITS),
    .N_LEDS(N_LEDS)
    )  ALU(
        .o_res(o_led), 
        .i_A (reg_A), 
        .i_B (reg_B), 
        .i_Op(reg_OP)
);
endmodule  
[config.mk]
export PLATFORM = sky130hd
export DESIGN_NAME = top_ALU
export DESIGN_NICKNAME = top_ALU
export VERILOG_FILES = /design/flow/design.v
export SDC_FILE = /design/flow/constraint.sdc
export NUM_CORES = 4
export LEC_CHECK = 1
export CORE_UTILIZATION = 30
[constraint.sdc]
current_design top_ALU

set clk_period 7.3
set clk_io_pct 0.2

create_clock -name clk0 -period $clk_period [get_ports {clock}]

set non_clock_inputs [all_inputs -no_clocks]
set_input_delay [expr $clk_period * $clk_io_pct] -clock clk0 $non_clock_inputs
set_output_delay [expr $clk_period * $clk_io_pct] -clock clk0 [all_outputs]
==> Slide: Implementation Results <==
Implementation Results

Setup path
  – Critical Path RT: 5.84 ns
  – Crit start category: flop
  – CP arrival: between 3 and 4 ns
  – Critical Path Fanout Max: 8
  – Critical path capture point type: output port
  – Setup slack, reg-to-reg: between 6 and 7 ns
  – R2R cell count: 4
  – Worst setup path category: flop to output port

Pwr
  – VDD IR max: 91.94 uV
  – Leak: 0.9328 nW
  – P per Cell Area: 139.8 nW/um^2

Floorplan
  – Die width: 87.14 um
  – Fp_density: 0.3149
  – Chip Height: slightly below 90 um
  – Core Region: a little under 7000 um^2
  – IO Count: 21
  – # rows: 30
  – Die Size: roughly 7600 um^2

Timing
  – Final Hold Fails: 0
  – Slew Limit Fails: 0
  – Worst-Margin Slew: between 0.8 and 0.9 ns
  – Setup violators final: 0
  – Fmax: approximately 200 MHz
  – Setup TNS: 0 ns
  – Setup clock skew after layout: 0 ns
  – Fin crit share: 0.6940
  – Min cycle time layout: 5.066 ns
  – Slew Limit Headroom: 0.4135
  – RSZ-0062 raised after global routing: no

Hold path
  – Worst hold stages: 2
  – Worst hold path class: flop to flop

Finish
  – Layout cells sized above 1: 0.05405
  – Sequential Area: between 400 and 500 um^2
  – Top cell excl fill/tap: nor2_1
  – Post-Layout Cell Count: 392
  – Most instantiated logic cells after routing: 55 x nor2_1, 24 x a21oi_1, 24 x ha_1, 24 x dfxtp_1, 20 x clkdlybuf4s50_1
  – Area Overhead vs Synth: 17.43%
  – # fillers: approximately 730
  – Multi-input logic area: roughly 1600 um^2

Clock tree
  – Worst-path clk slew: 0.09 ns
  – Post-CTS setup buffer count: 0
  – CTS tree: done
  – PostCTS Resize Cnt: 0
  – Latency at later pin: 0.26 ns
  – Hold_buf cts: 0
  – CTS Buf Count: 3
  – Root Buffer: clkbuf_8
  – Clock Path Buffers: 2
  – H-tree levels: 1
  – Clock Sink Count: 24

Yosys
  – Ys cells: around 280
  – Yosys cell types: ~48
  – Fraction of registers with async set/reset: 0
  – Top-area cell share: 0.2209
  – Synth Warn #: 2
  – Synthesized cell area: around 2200 um^2
  – Cell taking the most area after synthesis: dfxtp_1
  – Register area share after synthesis: 0.2209
  – YS chip area: ~2200 um^2
  – Post-synth top flop: dfxtp_1
  – Post-synth regs: 24
  – Avg Cell Area, Syn: just under 8 um^2
  – Top cells by area: dfxtp_1 22%, ha_1 14%, nor2_1 9.5%
  – Mapped Cells: between 200 and 300
  – Post-synth EDFFs: 0

Placed design
  – Port bufs: 20
  – DP Wirelength: 4.088 mm
  – RD Place Congestion: roughly 0.93
  – Placed Cells: between 300 and 400

Drt
  – Drt via density: roughly 5
  – Starting DRT DRC Count: 141
  – Antenna violation net count after detailed routing: 0
  – WL/cell: between 10 and 15 um
  – # diodes: 0
  – Via count: between 2000 and 2500
  – Drt pass-1 iters: 5
  – Post-Route WL: between 5 and 6 mm
  – DRC violations left: 0

GRT
  – GR Util met1: 0.2497
  – GR Util All Layers: 0.1508
  – First-pass GRT wire length: 8.942 mm
  – Initial antenna violation count: 0
  – GRT busiest layer: met1
  – Overflow after GRT: 0
  – M2 GR Usage: 0.2226
  – Largest net degree at the start of global routing: 25
  – Vias in the first global route: approximately 1800
  – Met3 Resource Use GR: 0.01154

Run status
  – Run status: finished clean

Run
  – Number of max-cap violations: 0
  – Tool warnings: 34
-- cells by family (layout without fill, tap and decap cells) --
logic type / after synthesis / after routing / synth area share
AOI/OAI and AO/OA: 67 / 67 / 0.1928
adders and majority gates: 25 / 25 / 0.1473
DFF: 24 / 24 / 0.2209
buffers and inverters: 30 / 46 / 0.05696
and+or+nand+nor: 99 / 99 / 0.2290
muxes: 19 / 19 / 0.08861
xor gates and xnor gates: 16 / 16 / 0.06444
-- final cells by class --
cell class                 instances  share of cell area
multi-input combinational        226              0.6188
sequential                        24              0.1881
timing repair buffer              25             0.09309
tap                               96             0.04704
inverter                          17             0.02499
clock buffer                       3             0.01617
clock inverter                     1             0.01176
-- metal layers --
metal / part of all wire / up-vias
met4: 0.0091 / 0
met2: 0.42 / 69
li1: - / 1027
met1: 0.52 / 907
met3: 0.049 / 6
met5: 0 / -
-- stage by stage --
step	power (mW)	hold slack [ns]	setup slack (ns)	util	cell area (um^2)
after floorplan	0.2153	0.5208	3.339	-	2175
after global placement	0.2426	0.5405	2.575	0.3594	2482
after detailed placement	0.2429	0.5403	2.554	0.3594	2482
after CTS	0.3602	0.5555	2.243	0.3697	2554
after global routing	0.3783	0.5911	1.923	0.3697	2554
final	0.3571	0.5542	2.234	0.3697	2554
-- power by group --
group | switching [mW] | total (mW) | leakage [nW] | internal [mW]
Combinational | 0.0503 | 0.0982 | 0.702 | 0.0479
Clock | 0.0426 | 0.116 | 0.0357 | 0.0733
Sequential | 0.00780 | 0.143 | 0.195 | 0.135
-- critical path, cell delays in order (launching register included) --
cell and delay [ns]:
dfxtp_1 0.34, nor4_4 0.38, and4b_1 0.46, mux2i_1 0.19, fa_1 0.49, a211oi_1 0.33
o21bai_1 0.13, a21oi_1 0.20, xnor2_1 0.09, a221o_1 0.33, clkdlybuf4s50_1 0.40
-- sequential cells by signal, indices dropped and copies added (netlist names) --
register / cells
reg_A: 8
reg_OP: 8
reg_B: 8
-- cell usage after synthesis (2+ instances only) --
cell type,instances
o211ai_1,3
xor2_1,3
ha_1,24
nor2b_1,5
a31oi_1,5
a211o_1,2
dfxtp_1,24
mux2_2,2
a211oi_1,9
nand4_1,2
o21bai_1,2
o22ai_1,2
mux2i_1,17
nor2_1,55
buf_2,3
or4_1,2
o21a_1,3
nor3b_1,5
inv_1,17
xnor2_1,13
clkbuf_1,8
nor4b_1,2
nor3_1,6
nand2_1,6
o21ai_0,10
nand3_1,4
a21oi_1,24
nor4_1,2
-- path summary, 6_finish.rpt --
kind,start,end
worst max-delay path,reg_OP[3],o_led[6]
worst min register to register,reg_OP[3],reg_OP[3]
worst max register to register,reg_B[0],reg_B[0]
worst min-delay path,reg_OP[3],reg_OP[3]
Power figures rest on the tool's default switching activity, not on a simulated workload.
